## /design/flow/design.v

```verilog
`timescale 1ns / 1ns
module magnitude_comparator_8bit(A, B, AgtB, AeqB, AltB);
parameter BUS=8;
parameter EQ_DELAY = 5, LT_DELAY=8, GT_DELAY=8;
input [1:BUS] A,B;
output AgtB, AeqB, AltB;
assign #EQ_DELAY  AeqB = A==B;
assign #GT_DELAY  AgtB = A>B;
assign #LT_DELAY  AltB = A<B;
endmodule
```

## /design/flow/run.sh

```bash
#!/bin/bash
# OpenROAD 26Q1-2900-gdf79404cd8, Yosys 0.63+post, stock flow scripts
make -C /OpenROAD-flow-scripts/flow DESIGN_CONFIG=/design/flow/config.mk WORK_HOME=/design/flow/orfs finish
```

## /design/flow/config.mk

```make
export PLATFORM = sky130hd
export DESIGN_NAME = magnitude_comparator_8bit
export DESIGN_NICKNAME = magnitude_comparator_8bit
export VERILOG_FILES = /design/flow/design.v
export SDC_FILE = /design/flow/constraint.sdc
export NUM_CORES = 4
export LEC_CHECK = 1
export CORE_AREA = 10 10 70 70
export DIE_AREA = 0 0 80 80
```

## /design/flow/constraint.sdc

```tcl
current_design magnitude_comparator_8bit

set clk_period 1.9
set clk_io_pct 0.2

create_clock -name clk0 -period $clk_period

set non_clock_inputs [all_inputs -no_clocks]
set_input_delay [expr $clk_period * $clk_io_pct] -clock clk0 $non_clock_inputs
set_output_delay [expr $clk_period * $clk_io_pct] -clock clk0 [all_outputs]
```

==> results.txt <==
fresh numbers from the pnr run: outcome finished, final reports clean, Reg area 0 µm², slew at the pin closest to its max-slew limit around 0.13 ns, DR DRC count 0, drt pass-1 iters 2, Seq share, synth 0%, row cnt 21, Vias/cell approximately 2.8, antenna cell count 0, Cell Type Count 12, area grow syn2layout 151%, share of layout cells above drive strength 1 62.7%, Pwr Density around 210 nW/µm², cycle use final 96.5%, Slew Limit Fails 0, crit path DRT around 1.5 ns, number of port buffers 19, vias 271, iteration-0 DRC count of the detailed router 2, floorplan core density under 10%, vias in the first global route 310, Final setup viols 0, GRT Util Overall 2.56%, ys cells 29, worst hold path class in2out, grt total ovfl 0, achievable frequency 0.545 GHz, tool warning count 32, final WL 813 µm, Slew HR between 90% and 100%, minimum clock period 1.83 ns, post-synthesis area per instance ~7.8 µm², Yosys top cell by area ha_1, fill count 388, Synth area leaders ha_1, inv_1, a21oi_1, Yosys chip area 225 µm², CP arrival about 1.5 ns, RSZ-0062 raised after global routing false, HPWL after detailed placement 678 µm, peak supply drop between 30 and 40 µV, # Max-Cap Violations 0, Chip Footprint ~6400 µm², die x size around 80 µm, yosys warns 0, Die Ht roughly 80 µm, placed inst area 480 µm², antenna violation net count after detailed routing 0, P_leak 0.242 nW, Crit Path Class in2out, post-DR wirelength/cell 8.38 µm, Dominant cell area share between 40 and 50%, total power 0.000122 W, hold_sp A[1], CORE AREA 3420 µm², global-route wire length before repair 1.39 mm, final design area excluding fillers 566 µm², initial antenna violation count 0, Hold Crit Depth 6, Hold-fix buffers, CTS 0, CP Capture Type primary output, Syn Std Cell Area 225 µm², worst-path fanout max 3, # clk buffers 0, pin count of the biggest net entering global routing 4, num ports 19, RePlAce Congestion 0.761, final hold violations 0, FFs & Latches 0, endpoint with the worst hold slack AltB, Cells after Synth 29, CP startpoint kind primary input
## what timing repair did
action	CTS	global route
endpoints found under the setup margin	3	2
gates resized	48	8
pin swaps	17	9
buffers inserted	2	0
## how the worst max path moves through the flow
stage,from,endpoint,slack [ns],depth (start not counted)
CTS,B[3],AgtB,0.005,8
global route,B[1],AgtB,0.01,8
finish,B[1],AgtB,0.07,8
## cell usage after synthesis (all sizes together)
cell    count
ha          8
inv         8
o211ai      1
nand4       2
nor2b       1
nor2        2
o21ai       1
a21oi       4
nand2       1
o21ba       1
## logic make-up after synthesis
kind of cell | synth area share (%)
AOI/OAI and AO/OA | 22.8
adders and majority gates | 44.4
buffers and inverters | 13.3
and+or+nand+nor | 19.4
## per-layer routing
metal  wire length, µm  global-route usage, %  vias up
met5                 0                      0        -
met3                82                  0.682        0
met2               436                   4.82        9
met4                 0                      0        0
li1                  -                      -      144
met1               294                   2.97      118
## critical path: stages
cell	delay, ns
clkdlybuf4s15_1	0.18
inv_2	0.05
ha_4	0.24
a21oi_4	0.15
o21ai_2	0.07
buf_4	0.13
o21ba_1	0.16
buf_2	0.11
## cells in the final DEF (no fill, tap or decap), types with 2 or more instances in the layout
cell type        instances
a21oi_2                  3
inv_2                    6
clkdlybuf4s15_1          2
clkbuf_2                 4
buf_2                    2
ha_4                     6
buf_4                    3
inv_1                    2
dlygate4sd2_1           11
## cell type report
type	instances	area (µm²)	area share (%)
multi-input combinational	21	309	54.6
tap	46	57.6	10.2
inverter	8	30.0	5.31
timing repair buffer	22	169	29.9
## power breakdown
part           switching [W]  internal, W  leakage [nW]
sequential                 0            0             0
clock                      0            0             0
combinational      0.0000495    0.0000721         0.242
total              0.0000495    0.0000721         0.242
## stage by stage
stage	utilization (%)	TNS, ns	hold slack, ns	setup WS [ns]	instances
after floorplan	-	0	0.979	0.362	29
after global placement	14.1	-1.60	1.95	-0.600	95
after detailed placement	14.1	-1.62	1.96	-0.613	95
after CTS	16.8	0	1.44	0.00495	97
after global routing	16.6	0	1.34	0.0118	97
final	16.6	0	1.30	0.0657	97
No activity file was given, so power comes from the tool's default toggle rates.
